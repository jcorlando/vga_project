**design/flow/design.v**
```verilog
`timescale 1ns / 1ps
module clkdiv(
    input wire mclk,
    output wire clk25,
    output wire clkHz
    );
    reg [24:0] q;
    always @ (posedge mclk)
    begin
            q <= q + 1;
    end
    assign clk25 = q[1];     
    assign clkHz = q[19];    
endmodule
`timescale 1ns / 1ps
module out_Put(
    input wire display_On,
    input wire [9:0] h_Counter, v_Counter,
    input wire btn_U, btn_D, btn_L, btn_R,
    input wire clkHz,
    input wire clr,
    output reg [3:0] red, green, blue
    );
    localparam left_Bound = 113;
    localparam right_Bound = 751;
    localparam top_Bound = 36;
    localparam bot_Bound = 514;
    localparam midpoint = 271;
    localparam midpoint_Bot = 460;
    localparam midpoint_Top = 90;
    reg game_Over = 0;
    reg game_Start = 0;
    reg [8:0] random_Counter = midpoint_Top;
    reg [15:0] counter = 0;
    reg [10:0] box_X = 432;
    reg [10:0] box_Y = 271;
    reg [10:0] X_Left;
    reg [10:0] X_Right;
    reg [10:0] Y_Top;
    reg [10:0] Y_Bot;
    reg [10:0] pipe_X = 763;
    reg [10:0] pipe_Y = bot_Bound;
    reg [10:0] p_1_Midpoint = midpoint;
    reg [10:0] p_X_Left;
    reg [10:0] p_X_Right;
    wire [10:0] p_Y_Top  = p_1_Midpoint + 40;
    reg [10:0] p_Y_Bot = bot_Bound;
    wire [10:0] p_Y_Top_Half_Bot = (p_1_Midpoint - 40);
    reg [10:0] p_Y_Top_Half_Top = top_Bound;
    reg [10:0] pipe_2_X = 763;
    reg [10:0] pipe_2_Y = bot_Bound;
    reg [10:0] p_2_Midpoint = midpoint;
    reg [10:0] p_2_X_Left;
    reg [10:0] p_2_X_Right;
    wire [10:0] p_2_Y_Top = p_2_Midpoint + 40;
    reg [10:0] p_2_Y_Bot = bot_Bound;
    wire [10:0] p_2_Y_Top_Half_Bot = (p_2_Midpoint - 40);
    reg [10:0] p_2_Y_Top_Half_Top = top_Bound;
    reg [10:0] pipe_3_X = 763;
    reg [10:0] pipe_3_Y = bot_Bound;
    reg [10:0] p_3_Midpoint = midpoint;
    reg [10:0] p_3_X_Left;
    reg [10:0] p_3_X_Right;
    wire [10:0] p_3_Y_Top = p_3_Midpoint + 40;
    reg [10:0] p_3_Y_Bot = bot_Bound;
    wire [10:0] p_3_Y_Top_Half_Bot = (p_3_Midpoint - 40);
    reg [10:0] p_3_Y_Top_Half_Top = top_Bound;
    always @ (posedge clkHz)
    begin
        if(random_Counter <= midpoint_Bot - 1) random_Counter = random_Counter + 37;
        else random_Counter = midpoint_Top;
        if(game_Start)
        begin
            if(clr)
            begin
                box_X = 432;     box_Y = 271;
                counter = 0;
                pipe_X = 763;    pipe_Y = bot_Bound;
                pipe_2_X = 763;  pipe_2_Y = bot_Bound;
                pipe_3_X = 763;  pipe_3_Y = bot_Bound;
                game_Over = 0;
                game_Start = 0;
            end
            if(  (X_Right <= p_3_X_Left || X_Left >= p_3_X_Right 
                || ( (X_Left <= p_3_X_Right) && (Y_Top >= p_3_Y_Top_Half_Bot && Y_Bot <= p_3_Y_Top) ))
                  && (X_Right <= p_2_X_Left || X_Left >= p_2_X_Right 
                    || ( (X_Left <= p_2_X_Right) && (Y_Top >= p_2_Y_Top_Half_Bot && Y_Bot <= p_2_Y_Top) ))
                      && (X_Right <= p_X_Left || X_Left >= p_X_Right 
                        || ( (X_Left <= p_X_Right) && (Y_Top >= p_Y_Top_Half_Bot && Y_Bot <= p_Y_Top) ) ) )
            begin
                if( btn_U && Y_Top > top_Bound )                box_Y = box_Y - 4;
                else if( Y_Bot < bot_Bound )                    box_Y = box_Y + 3;
                if( btn_L && X_Left > left_Bound )              box_X = box_X - 2;
                if( btn_R && X_Right < right_Bound )            box_X = box_X + 2;
                if( p_X_Right > left_Bound )                    pipe_X = pipe_X - 2;
                else begin pipe_X = 763; p_1_Midpoint = random_Counter; end
                if( p_2_X_Right > left_Bound && counter > 115 )  pipe_2_X = pipe_2_X - 2;
                else begin pipe_2_X = 763; p_2_Midpoint = random_Counter; end
                if( p_3_X_Right > left_Bound && counter > 230 )  pipe_3_X = pipe_3_X - 2;
                else begin pipe_3_X = 763; p_3_Midpoint = random_Counter; end
            end
            if(counter != 16'b1111111111111111) counter = counter + 1;
        end
        X_Left = box_X - 5;
        X_Right = box_X + 5;
        Y_Top = box_Y - 6;
        Y_Bot = box_Y + 6;
        p_X_Left = pipe_X - 10;
        p_X_Right = pipe_X + 10;
        p_2_X_Left = pipe_2_X - 10;
        p_2_X_Right = pipe_2_X + 10;
        p_3_X_Left = pipe_3_X - 10;
        p_3_X_Right = pipe_3_X + 10;
        if(btn_U) game_Start = 1;
    end
    always @ (*)
    begin
        red = 0;
        green = 0;
        blue = 0;
        if(display_On == 1)
        begin
            if( !game_Over && ((h_Counter > X_Left) && (h_Counter < X_Right) && (v_Counter > Y_Top) && (v_Counter < Y_Bot))
                  || ((h_Counter > p_X_Left) && (h_Counter < p_X_Right) && (v_Counter > p_Y_Top) && (v_Counter < p_Y_Bot))
                    || ((h_Counter > p_X_Left) && (h_Counter < p_X_Right) && (v_Counter > p_Y_Top_Half_Top) && (v_Counter < p_Y_Top_Half_Bot))
                      || ((h_Counter > p_2_X_Left) && (h_Counter < p_2_X_Right) && (v_Counter > p_2_Y_Top) && (v_Counter < p_2_Y_Bot))
                        || ((h_Counter > p_2_X_Left) && (h_Counter < p_2_X_Right) && (v_Counter > p_2_Y_Top_Half_Top) && (v_Counter < p_2_Y_Top_Half_Bot))
                          || ((h_Counter > p_3_X_Left) && (h_Counter < p_3_X_Right) && (v_Counter > p_3_Y_Top) && (v_Counter < p_3_Y_Bot))
                            || ((h_Counter > p_3_X_Left) && (h_Counter < p_3_X_Right) && (v_Counter > p_3_Y_Top_Half_Top) && (v_Counter < p_3_Y_Top_Half_Bot)) )
            begin
                red =   4'b0000;
                green = 4'b0000;
                blue =  4'b0000;
            end else
            begin
                red =   4'b1111;
                green = 4'b1111;
                blue =  4'b1111;
            end
        end
    end
endmodule
`timescale 1ns / 1ps
module top(
    input wire mclk,
    input wire btnC, btnU, btnD, btnL, btnR,
    output wire Hsync, Vsync,
    output wire [3:0] vgaRed, vgaGreen, vgaBlue
    );
    wire clkHz, clk25, clr, display_On;
    wire [9:0] h_Counter, v_Counter;
    assign clr = btnC;
    clkdiv U1 (
        .mclk(mclk), .clk25(clk25), .clkHz(clkHz)
    );
    vga_640x480 U2 (
        .clk(clk25), .clr(clr), .hsync(Hsync), .vsync(Vsync),
            .h_Counter(h_Counter), .v_Counter(v_Counter), .display_On(display_On)
    );
    out_Put U3 (
        .display_On(display_On), .h_Counter(h_Counter), .v_Counter(v_Counter),
            .btn_U(btnU), .btn_D(btnD), .btn_L(btnL), .btn_R(btnR), .clkHz(clkHz),
                .clr(clr), .red(vgaRed), .green(vgaGreen), .blue(vgaBlue)
    );
endmodule
`timescale 1ns / 1ps
module vga_640x480(
    input wire clk,
    input wire clr,
    output reg hsync,
    output reg vsync,
    output reg [9:0] h_Counter,
    output reg [9:0] v_Counter,
    output reg display_On
    );
    parameter hpixels = 10'd800;
    parameter vlines = 10'd525;
    parameter h_Back_Porch = 10'd112;
    parameter h_Front_Porch = 10'd752;
    parameter v_Back_Porch = 10'd35;
    parameter v_Front_Porch = 10'd515;
    reg vsenable;    
    always @ (posedge clk or posedge clr)
    begin
        if(clr == 1)
            h_Counter <= 0;
        else
        begin
            if(h_Counter == hpixels - 1)
            begin
                h_Counter <= 0;
                vsenable <= 1;
            end
            else
            begin
                h_Counter <= h_Counter + 1;  
                vsenable <= 0;
            end
        end
    end
    always @ (*)
    begin
        if(h_Counter < 96) hsync = 0;
        else hsync = 1;
    end
    always @ (posedge clk or posedge clr)
    begin
        if(clr == 1)
            v_Counter <= 0;
        else
            if(vsenable == 1)
            begin
                if(v_Counter == vlines - 1)
                    v_Counter <= 0;
                else
                    v_Counter <= v_Counter +1;
            end
    end
    always @ (*)
    begin
        if(v_Counter < 2) vsync = 0;
        else       vsync = 1;
    end
    always @ (*)
    begin
        if( (h_Counter < h_Front_Porch) && (h_Counter > h_Back_Porch) && (v_Counter < v_Front_Porch) && (v_Counter > v_Back_Porch) )
            display_On = 1;
        else
            display_On = 0;
    end
endmodule
```
**design/flow/run.sh**
```bash
#!/bin/bash
# OpenROAD 26Q1-2900-gdf79404cd8, Yosys 0.63+post, stock flow scripts
make -C /OpenROAD-flow-scripts/flow DESIGN_CONFIG=/design/flow/config.mk WORK_HOME=/design/flow/orfs finish
```
**design/flow/config.mk**
```make
export PLATFORM = sky130hd
export DESIGN_NAME = top
export DESIGN_NICKNAME = top
export VERILOG_FILES = /design/flow/design.v
export SDC_FILE = /design/flow/constraint.sdc
export NUM_CORES = 4
export LEC_CHECK = 1
export CORE_UTILIZATION = 40
```
**design/flow/constraint.sdc**
```tcl
current_design top

set clk_period 3.9
set clk_io_pct 0.2

create_clock -name clk0 -period $clk_period [get_ports {mclk}]

set non_clock_inputs [all_inputs -no_clocks]
set_input_delay [expr $clk_period * $clk_io_pct] -clock clk0 $non_clock_inputs
set_output_delay [expr $clk_period * $clk_io_pct] -clock clk0 [all_outputs]
```
==> flow_summary.toml <==
# synthesis and place-and-route metrics
[synth]
synth-edff-count = 44
top_cells_by_count = "ha_1, dfxtp_1, inv_1, nor2_1, nand2_1"
flop_cell = "dfxtp_1"
ys_seq_share_pct = 30.2
syn_area_um2 = 18300
synthMostInstantiatedCell = "ha_1"
ys_cells = 2038
syn_area_per_cell_um2 = 9.00
top_area_share_pct = 20.3
numSynthFlops = 250
yosysChipArea_um2 = 18300
top_cells_by_area = "dfxtp_1, ha_1, edfxtp_1"
yosysTopAreaCell = "dfxtp_1"
async_flop_share_pct = 8.00
yosys_warnings = 3
yosysUniqueCellTypes = 103
synthCells = 2038

[global_routing]
grt_max_degree = 96
grt_use_total_pct = 21.5
gr-total-overflow = 0
grt_pass1_wl_mm = 76.9
grt_pass1_vias = 13800
grt_antenna_before_repair = 0

[detailed_routing]
diodes = 0
vias = 14600
drc_errors = 0
drtAntennaViolNets = 0
drt_iter0_markers = 882
routed_via_density = 5.58
met3WireLength_mm = 3.08
met2_length_mm = 21.3
wirelength_mm = 48.3
routedWlPerCell_um = 18.5
m1WireLength_mm = 22.7
dr.pass1.iters = 8
dr.max_layer_used = "met4"

[setup_path]
worstSetupStartpointType = "flop"
critical_path.max_fanout = 24
crit_chain = "and3_1 -> nand2_1 -> nor3_1 -> nand3_1 -> xnor2_1"
crit_path_max_incr_delay_ns = 0.83
required_ns = 4.04
critPathCaptureType = "flop"
path_buffers = 0
crit_path_top_delay_cell = "dfxtp_1"
crit_family = "simple AND/OR/NAND/NOR gates"
critical_path_class = "reg -> reg"
crit_arrival_ns = 2.43

[clock_network]
clk_pin_slew_ns = 0.05
clock_path_buffers = 2
cts_hold_buf = 0
numCtsBuffers = 3
cts_resized = 0
h-tree-depth = 1
post_cts_buffers = 0
cts_tree = "yes"
clk_latency_ns = 0.25
cts_root_buf = "clkbuf_16"

[timing]
drv_slew = 0
untimed_endpoints = 288
tns_ns = 0
max_freq_mhz = 437
final_hold_viol_count = 0
rsz0062_at_grt = "false"
worst_slew_pin_slew_ns = 0.863
fin_crit_sh_pct = 58.7
setup_viol_count_final = 0
fin_crit_ns = 2.29
slew_headroom_pct = 41.0
unclocked_pins = 230
finalClockSkew_ns = 0.00421

[layout]
drive_gt1_share_pct = 4.37
area.growth.synth_to_final_pct = 4.62
instances_no_fill = 2613
num-fill-cells = 4340

[placed_design]
dp_hpwl_mm = 37.5
portBuffers = 18
routabilityCongestion = 0.946
dp.cells = 2609

[die]
die_w_um = 216
die_h_um = 216
fp_util_pct = 40.5
ios = 20
num_rows = 78
die-area_um2 = 46700
core_area_um2 = 45300

[power_and_ir_drop]
ir_drop_v = 0.000187
total_leakage_power_nw = 8.47
powerDensity_nw_per_um2 = 33.1

[flow_run]
log.warning_count = 37
max_cap_viol_count = 0

[min_path]
min_path_type = "reg -> reg"

[run_status]
status = "complete, no violations"
## worst paths after layout
check	end	slack [ns]	start	cells past startpoint
setup reg to reg	U1.q[17]	1.61	U1.q[1]	5
hold reg to reg	U1.q[0]	0.41	U1.q[0]	1
hold / removal	U1.q[0]	0.41	U1.q[0]	1
setup / recovery	U1.q[17]	1.61	U1.q[1]	5
## metrics by stage
stage | instance area [um^2] | hold slack [ns] | setup WS (ns) | power, mW | util [%]
after global placement | 19100 | 0.389 | 1.70 | 0.389 | 42.1
after CTS | 19200 | 0.413 | 1.54 | 0.639 | 42.4
after floorplan | 18300 | 0.379 | 0.676 | 0.343 | -
final | 19200 | 0.412 | 1.61 | 0.634 | 42.4
after global routing | 19200 | 0.426 | 1.37 | 0.673 | 42.4
after detailed placement | 19100 | 0.400 | 1.57 | 0.392 | 42.1
## layout by cell type, fill, tap and decap left out, drive strengths merged, types with 44 or more instances in the layout
| cell type | netlist | final |
|---|---|---|
| a21oi | 97 | 97 |
| dfxtp | 186 | 186 |
| edfxtp | 44 | 44 |
| ha | 280 | 280 |
| inv | 181 | 181 |
| nand2 | 134 | 134 |
| nand3 | 71 | 71 |
| nand4 | 53 | 53 |
| nor2 | 140 | 140 |
| nor3 | 46 | 46 |
| o21a | 56 | 56 |
| o21ai | 75 | 75 |
| xnor2 | 105 | 105 |
| xor2 | 59 | 59 |
## power by group
group,switching (mW),internal [mW]
logic,0.114,0.0621
clock network,0.0700,0.177
registers,0,0.211
total,0.184,0.450
## layout make-up
cell class	count	area, um^2	share of cell area, %
Multi-Input combinational cell	1543	11800	61.5
Sequential cell	250	5550	28.9
Tap cell	600	751	3.91
Inverter	181	679	3.54
Timing Repair Buffer	35	303	1.58
Clock buffer	4	100	0.522
## per-layer routing
layer / up-vias / track usage (%)
met5: - / 0
met4: 0 / 4.37
met3: 56 / 3.73
met2: 365 / 33.0
met1: 6808 / 32.3
li1: 7340 / -
## logic make-up (layout without fill, tap and decap cells)
logic type / after synthesis / in the layout / share of synthesized area, %
adder cells (fa/ha/maj): 282 / 282 / 19.2
flip-flops: 250 / 250 / 30.2
multiplexers: 22 / 22 / 1.23
buffers and inverters: 245 / 220 / 5.45
AND/OR/NAND/NOR: 620 / 620 / 17.6
XOR/XNOR: 164 / 164 / 7.84
AND-OR/OR-AND: 455 / 455 / 18.4
## flip-flops by register name (all words and copies together), names as in the netlist, 10 cells and up
register,flops
U1.q,20
U2.h_Counter,10
U2.v_Counter,10
U3.X_Left,11
U3.X_Right,10
U3.Y_Top,11
U3.box_X,11
U3.box_Y,11
U3.counter,16
U3.p_2_X_Left,11
U3.p_3_X_Right,11
U3.p_X_Left,11
U3.pipe_2_X,11
U3.pipe_3_X,11
U3.pipe_X,11
Power figures rest on the tool's default switching activity, not on a simulated workload.
